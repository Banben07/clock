## /design/flow/constraint.sdc

```tcl
current_design top

set clk_period 4.1
set clk_io_pct 0.2

create_clock -name clk0 -period $clk_period [get_ports {CLOCK_50}]

set non_clock_inputs [all_inputs -no_clocks]
set_input_delay [expr $clk_period * $clk_io_pct] -clock clk0 $non_clock_inputs
set_output_delay [expr $clk_period * $clk_io_pct] -clock clk0 [all_outputs]
```

## /design/flow/run.sh

```bash
#!/bin/bash
# OpenROAD 26Q1-2900-gdf79404cd8, Yosys 0.63+post, stock flow scripts
make -C /OpenROAD-flow-scripts/flow DESIGN_CONFIG=/design/flow/config.mk WORK_HOME=/design/flow/orfs finish
```

## /design/flow/config.mk

```make
export PLATFORM = sky130hd
export DESIGN_NAME = top
export DESIGN_NICKNAME = top
export VERILOG_FILES = /design/flow/design.v
export SDC_FILE = /design/flow/constraint.sdc
export NUM_CORES = 4
export LEC_CHECK = 1
export CORE_UTILIZATION = 50
```

## /design/flow/design.v

```verilog
module HEX_MODULE(input			    [3:0]		display_in,
						input								ON,
						output			 reg[6:0]		display_out);
parameter			H0=7'b1000000,H1=7'b1111001,H2=7'b0100100,H3=7'b0110000,H4=7'b0011001,
                  H5=7'b0010010,H6=7'b0000010,H7=7'b1111000,H8=7'b0000000,H9=7'b0010000,
						HZ=7'b1111111;
				always@(display_in) begin
				      if(ON==0) begin
							             display_out=HZ;
						end else
						case(display_in)
								4'd0:display_out=H0;
								4'd1:display_out=H1;
								4'd2:display_out=H2;
								4'd3:display_out=H3;
								4'd4:display_out=H4;
								4'd5:display_out=H5;
								4'd6:display_out=H6;
								4'd7:display_out=H7;
								4'd8:display_out=H8;
								4'd9:display_out=H9;
							default:display_out=HZ;
						endcase
				end
endmodule
module number_1(
				input		          clk,
				input		          rst,
				input			[17:0] SW,
				output	     reg[5:0]  number,
				output	     reg	   cin);
		parameter   			 n=60;
		always@(posedge clk or negedge rst) begin
				if(!rst) begin
						number<=0;
				end else if(SW[0]) begin
						number<=number;
				end else if(number==n-1) begin
						number<=0;
				end else begin
						number<=number+1;
				end
		end
		always@(negedge rst or posedge clk) begin
				if(!rst) begin
						cin<=0;
				end else if(number==n-1) begin
						cin<=1;
				end else
						cin<=0;
		end
endmodule
module number_2(
				input		          clk,
				input		          rst,
				input			[17:0] SW,
				output	reg[4:0]  number);
		parameter   			 n=24;
		always@(posedge clk or negedge rst) begin
				if(!rst) begin
						number<=0;
				end else if(SW[0]) begin
						number<=number;
				end else if(number==n-1) begin
						number<=0;
				end else begin
						number<=number+1;
				end
		end
endmodule	
module time_1(
input 				   CLOCK_50,
input				      RST,
output		reg		clk_n
);
reg                [24:0] cnt;
parameter          N=25000000;
always@(posedge CLOCK_50 or negedge RST) begin
			if(!RST) begin
					cnt<=0;clk_n<=0;
			end else if(cnt==N-1) begin
					cnt<=0;clk_n=~clk_n;
			end else 
					cnt<=cnt+25'b1;
end
endmodule
module top(input                  CLOCK_50,
			  input			[3:0]		 KEY,
			  input			[17:0]	 SW,
			  output       [6:0]     HEX2,HEX3,HEX4,HEX5,HEX6,HEX7,HEX1,HEX0,
			  output	   [3:0]	 data00,data01,data10,data11,data20,data21);
wire      								  cin1,cin2,clk_n;
wire							[5:0]		  second1,minute1;
wire							[4:0]		  hour1;
time_1 clock(.CLOCK_50(CLOCK_50),.RST(KEY[3]),.clk_n(clk_n));
number_1 second(.clk(clk_n),.SW(SW),.rst(KEY[3]),.number(second1),.cin(cin1));
number_1 minute(.clk(cin1),.SW(SW),.rst(KEY[3]),.number(minute1),.cin(cin2));
number_2	hour(.clk(cin2),.SW(SW),.rst(KEY[3]),.number(hour1));
trans trans_1(.number(second1),.data0(data00),.data1(data01));
trans trans_2(.number(minute1),.data0(data10),.data1(data11));	
trans trans_3(.number(hour1),.data0(data20),.data1(data21));				
HEX_MODULE HEX_MODULE_0(.display_in(data00),.ON(SW[3]),.display_out(HEX2));
HEX_MODULE HEX_MODULE_1(.display_in(data01),.ON(SW[3]),.display_out(HEX3));
HEX_MODULE HEX_MODULE_2(.display_in(data10),.ON(SW[3]),.display_out(HEX4));
HEX_MODULE HEX_MODULE_3(.display_in(data11),.ON(SW[3]),.display_out(HEX5));
HEX_MODULE HEX_MODULE_4(.display_in(data20),.ON(SW[3]),.display_out(HEX6));
HEX_MODULE HEX_MODULE_5(.display_in(data21),.ON(SW[3]),.display_out(HEX7));
HEX_MODULE HEX_MODULE_6(.display_in(data21),.ON(0),.display_out(HEX1));
HEX_MODULE HEX_MODULE_7(.display_in(data21),.ON(0),.display_out(HEX0));
endmodule
module trans(input       [5:0]      number,
				 output		 [3:0]		data0,data1);
				 assign		    		   data0=number % 4'd10;
				 assign					   data1=number / 4'd10 % 4'd10;
endmodule
```

==> results.yml <==
# yosys + openroad results
drt:
  wl_per_cell_um: 12.4
  antenna_left: 0
  post-route-drc-count: 0
  vias_per_cell: 5.42
  antenna_cells: 0
  drtPass1Iterations: 4
  drt_first_iter_violations: 94
  vias: 3657
  totalWireLength_um: 8400
logic_synthesis:
  syn_avg_cell_area_um2: 8.05
  ys_seq_share_pct: 26.1
  ys_types: 70
  ys_chip_area_um2: 4310
  synth-edff-count: 0
  yosys_cells: 535
  netlist_area_um2: 4310
  ys_warn_count: 7
  synth_flops: 45
  synthCells: 535
  synthFlopType: "dfrtp_1"
  async_flop_share_pct: 100
floorplan:
  die-area_um2: 8990
  die_h_um: 94.8
  io_pins: 103
  num_rows: 33
  die_w_um: 94.8
  core_area_um2: 8260
  initial_utilization_pct: 52.2
setup_path:
  start_kind: "input pin"
  crit_path_max_fanout: 8
  endpoint_kind: "primary output"
  critPathRequiredTime_ns: 3.28
  crit_type: "in -> out"
  arrival_ns: 2.53
power_and_ir_drop:
  p_leak_nw: 2.17
  powerDensity_nw_per_um2: 95.9
  ir_drop_mv: 0.146
  power.total_mw: 0.469
sta:
  untimed_endpoints: 39
  final_hold_viol_count: 0
  unclocked_pins: 19
  layout_min_cycle_time_ns: 3.35
  setup_viol: 0
  fmax_mhz: 298
  hold_ws_ns: 0.506
  finalClockSkew_ns: 0.00190
  rsz0062_at_grt: "false"
  tightest_slew_ns: 0.811
  setup_tns_ns: 0
  timing.final.crit_share_pct: 81.8
  maxSlewViolCount: 0
  slew_headroom_pct: 45.9
  setup_slack_ns: 0.748
run:
  cap_violations: 0
  warning_count: 74
cts:
  cts_root_buffer: "clkbuf_8"
  h-tree-depth: 1
  numCtsBuffers: 3
  insertion_delay_ns: 0.26
  cts_setup_buffers: 0
  path_clk_slew_ns: 0.08
  cts_max_path_buffers: 2
  cts_tree: "yes"
  cts_hold_buf: 0
  cts_resized: 0
place:
  gp_congestion: 0.873
  hpwl_um: 6260
  port-buffer-count: 65
  place_ws_ns: 0.686
layout:
  layout-area-overhead-vs-synth_pct: 13.6
  final_cell_mix: "clkdlybuf4s50_1, nand2_1, nor2_1, dfrtp_1, ha_1"
  drive_above_1_share_pct: 6.14
  layout_top_cell: "clkdlybuf4s50_1"
grt:
  grt_pass1_wl_um: 14100
  grt_pass1_vias: 3069
  antenna_found_initial: 0
  grt_max_degree: 46
  grt.total_usage_pct: 19.5
  grt_overflow: 0
status:
  outcome: "finished clean"
hold_path:
  hp-class: "reg -> reg"
## worst max-delay path: stages
cell and delay, ns:
clkdlybuf4s50_1 0.50, clkinv_1 0.28, a31oi_1 0.39, o21ai_1 0.12, clkdlybuf4s50_1 0.42
## kinds of logic (layout without fill, tap and decap cells)
family          count (synthesis)  count (layout)  synth area share, %
buf+inv                        83             102                 10.3
other cells                     2              18                0.174
xor+xnor                       34              34                 6.91
compound gates                122             122                 19.1
mux                            14              14                 3.34
flops                          45              45                 26.1
fa+ha+maj                      36              36                 10.5
simple gates                  199             199                 23.6
## report_power, final
| part | leakage, nW | internal (mW) | switching, mW |
|---|---|---|---|
| sequential | 0.589 | 0.256 | 0 |
| clock | 0.0288 | 0.0856 | 0.0738 |
| combinational | 1.55 | 0.0305 | 0.0230 |
| total | 2.17 | 0.372 | 0.0968 |
## synthesized netlist by cell type (7+ instances only)
cell,count,area (µm²)
inv_2,9,33.8
nor2_1,50,188
nand2_1,55,206
clkbuf_1,9,33.8
o21ai_0,28,140
buf_2,12,60.1
nand2b_1,18,113
nor2b_1,10,62.6
nor3_1,7,35.0
a31oi_1,7,43.8
o21ai_1,23,115
ha_1,36,450
xor2_1,16,140
nand4_1,9,56.3
xnor2_1,18,158
dfrtp_1,45,1130
nand3_1,15,75.1
inv_1,20,75.1
mux2i_1,11,110
buf_4,28,210
a21oi_1,21,105
## routing by layer
layer  wire length [µm]  track usage [%]  vias to the layer above
met1               4330             32.5                     1689
met3                325             1.06                        2
met2               3720             30.1                       89
met4                 20            0.758                        0
li1                   -                -                     1877
met5                  0                0                        -
## through the flow
step                cells  instance area, µm²  utilization (%)
global placement      671                4840             58.6
CTS                   675                4890             59.2
global route          675                4890             59.2
finish                675                4890             59.2
floorplan             551                4370                -
detailed placement    671                4840             58.6
## sequential cells by signal, summed over array words and instances, names as in the netlist
signal,count
clock.cnt,25
minute.number,6
second.number,6
hour.number,5
clock.clk_n,1
minute.cin,1
second.cin,1
## worst paths after layout
| check | from | endpoint | slack (ns) | cells after the start |
|---|---|---|---|---|
| max | SW[3] | HEX4[3] | 0.75 | 5 |
| min | clock.cnt[23] | clock.cnt[23] | 0.51 | 1 |
| max reg2reg | clock.cnt[8] | clock.cnt[20] | 2.37 | 6 |
| min reg2reg | clock.cnt[23] | clock.cnt[23] | 0.51 | 1 |
| max in group asynchronous | KEY[3] | clock.cnt[0] | 3.10 | 2 |
| min in group asynchronous | KEY[3] | clock.cnt[20] | 0.63 | 2 |
## area by class of cell
class / instances / area (µm²)
clock buffer: 4 / 55.1
fill: 742 / 3370
inverter: 30 / 113
multi-input combinational: 423 / 2800
sequential: 45 / 1130
tap: 105 / 131
timing repair buffer: 68 / 668
Power and IR drop assume default switching activity.
